[design/flow/run.sh]
#!/bin/bash
# OpenROAD 26Q1-2900-gdf79404cd8, Yosys 0.63+post, stock flow scripts
make -C /OpenROAD-flow-scripts/flow DESIGN_CONFIG=/design/flow/config.mk WORK_HOME=/design/flow/orfs finish
[design/flow/config.mk]
export PLATFORM = sky130hd
export DESIGN_NAME = hzdDet
export DESIGN_NICKNAME = hzdDet
export VERILOG_FILES = /design/flow/design.v
export SDC_FILE = /design/flow/constraint.sdc
export NUM_CORES = 4
export LEC_CHECK = 1
export CORE_AREA = 10 10 70 70
export DIE_AREA = 0 0 80 80
[design/flow/constraint.sdc]
current_design hzdDet

set clk_period 2.1
set clk_io_pct 0.2

create_clock -name clk0 -period $clk_period

set non_clock_inputs [all_inputs -no_clocks]
set_input_delay [expr $clk_period * $clk_io_pct] -clock clk0 $non_clock_inputs
set_output_delay [expr $clk_period * $clk_io_pct] -clock clk0 [all_outputs]
[design/flow/design.v]
module hzdDet(reg1_fwdCtrl, reg2_fwdCtrl, rdReg1_ID, rdReg2_ID, wrReg_EX, wrReg_MEM, wrReg_WB, rdEn1_ID, rdEn2_ID, wrEn_EX, wrEn_MEM, wrEn_WB);
	input [3:0] rdReg1_ID, rdReg2_ID, wrReg_EX, wrReg_MEM, wrReg_WB;
	input rdEn1_ID, rdEn2_ID, wrEn_EX, wrEn_MEM, wrEn_WB;
	output [1:0] reg1_fwdCtrl, reg2_fwdCtrl;
	assign reg1_fwdCtrl = (rdReg1_ID == 4'h0) ? 2'b00 :
														(rdReg1_ID == wrReg_EX  & rdEn1_ID & wrEn_EX ) ? 2'b01 :
														(rdReg1_ID == wrReg_MEM & rdEn1_ID & wrEn_MEM) ? 2'b10 :
														(rdReg1_ID == wrReg_WB  & rdEn1_ID & wrEn_WB ) ? 2'b11 :
														2'b00;
	assign reg2_fwdCtrl = (rdReg2_ID == 4'h0) ? 2'b00 :
														(rdReg2_ID == wrReg_EX  & rdEn2_ID & wrEn_EX ) ? 2'b01 :
														(rdReg2_ID == wrReg_MEM & rdEn2_ID & wrEn_MEM) ? 2'b10 :
														(rdReg2_ID == wrReg_WB  & rdEn2_ID & wrEn_WB ) ? 2'b11 :
														2'b00;
endmodule
==> out/qor.log <==
qor: yosys.top_area_frac 0.177
qor: drt.viasPerCell 4.28
qor: global_routing.grt_pass1_vias 674
qor: drt.postRouteAntennaNets 0
qor: placement.hpwl 1690 microns
qor: run.openroad.warnings 32
qor: floorplan.coreArea 3420 sq um
qor: final_layout.regArea 0 sq um
qor: yosys.synthesis.yosys.warnings 0
qor: global_routing.antenna_found_initial 2
qor: yosys.synth_sequential_area_ratio 0
qor: yosys.synth.cells.most_frequent sky130_fd_sc_hd__xor2_1 (8), sky130_fd_sc_hd__xnor2_1 (7), sky130_fd_sc_hd__inv_1 (6)
qor: drt.route.detailed.wl_per_inst 13.8 microns
qor: status.outcome complete, no violations
qor: drt.drt_iter0_drc 74
qor: final_layout.area.growth.synth_to_final 132%
qor: timing.relSlewSlack 0.774
qor: yosys.mux_share 0
qor: yosys.topCellsByArea sky130_fd_sc_hd__xor2_1 (18%), sky130_fd_sc_hd__xnor2_1 (15%), sky130_fd_sc_hd__inv_1 (5.7%)
qor: yosys.ys_types 25
qor: power_and_ir_drop.power_density 171 nW/um^2
qor: placement.place.port_buffers 29
qor: yosys.simple_gate_area_frac 0.293
qor: yosys.yosys.area_share.aoi 0.300
qor: timing.timing_worst_slew_pin_value 336 ps
qor: power_and_ir_drop.total_power 157 uW
qor: worst_hold_path.min-delay-path-class primary input to primary output
qor: yosys.syn_area_per_cell 7.21 sq um
qor: timing.timing.final.hold_violations 0
qor: global_routing.grt_first_pass_wirelength 3170 microns
qor: global_routing.grt-ovfl-total 0
qor: power_and_ir_drop.power.leakage 0.414 nW
qor: yosys.fa_ha_area_frac 0
qor: run.cap_violations 0
qor: final_layout.layout.clock_buffers 0
qor: final_layout.layout.sequential_cells 0
qor: floorplan.floorplan.rows 21
qor: floorplan.die_height 80 microns
qor: drt.post-route-drc-count 0
qor: global_routing.grt_start_max_net_pins 8
qor: floorplan.ios 29
qor: worst_setup_path.cp_max_fo 4
qor: yosys.top_cell sky130_fd_sc_hd__xor2_1
qor: final_layout.post-route-util 0.269
qor: timing.timing.hold.ws 1350 ps
qor: worst_setup_path.worst_setup_path_end_kind primary output
qor: floorplan.die_width 80 microns
qor: yosys.synth-xor-area-share 0.331
qor: yosys.postSynthCellCount 55
qor: worst_setup_path.critical_path_arrival 1630 ps
qor: timing.final_max_slew_viol_count 0
qor: final_layout.final_layout_size_suffix_gt1_frac 0.500
qor: timing.setup_viol_count_final 0
qor: timing.fmax 489 MHz
qor: yosys.yosysTopAreaCell sky130_fd_sc_hd__xor2_1
qor: drt.wirelength 2050 microns
qor: yosys.logic_family XOR/XNOR gates
qor: clock_network.ctsHoldBuffers 0
qor: floorplan.floorplan.core_util 0.116
qor: yosys.yosys_stat_chip_area 397 sq um
qor: timing.finalClockPeriodUsage 0.975
qor: global_routing.global_route.usage.total 0.0605
qor: placement.gp_congestion 0.836
qor: drt.vias 633
qor: timing.finalWorstPathRequiredPeriod 2050 ps
qor: yosys.post_synth_instance_area 397 sq um
qor: worst_setup_path.timing_worst_setup_path_type primary input to primary output
qor: yosys.synth.yosys.num_cells 55
qor: power_and_ir_drop.vdd.ir_drop.worst 0.0316 mV
qor: worst_setup_path.timing.critical_path.from_type primary input
qor: floorplan.die-area 6400 sq um
qor: worst_setup_path.critPathRequiredTime 1680 ps
qor: drt.drt_pre_antenna_iters 4
[cell type report]
type / count / area [sq um]
multi-input combinational: 47 / 469
fill: 367 / 2500
inverter: 8 / 30.0
antenna: 2 / 5.00
timing repair buffer: 45 / 357
tap: 46 / 57.6
[report_power, final]
part | internal (mW) | switching, mW
clock | 0.000000127 | 0
sequential | 0 | 0
combinational | 0.0848 | 0.0726
total | 0.0848 | 0.0726
[timing repair]
action,in CTS,in global routing
resized,73,19
setup endpoints to repair,4,4
cloned,0,0
pin swaps,20,8
buffers inserted,4,0
endpoints found under the hold margin,0,0
[logic make-up after synthesis]
kind of cell	after synthesis
buffers and inverters	8
XOR/XNOR	15
AND-OR/OR-AND	13
AND/OR/NAND/NOR	19
[worst paths after layout]
path	start	end	slack, ps	cells after the start
worst max-delay path	rdReg2_ID[2]	reg2_fwdCtrl[0]	50	5
worst min-delay path	rdEn1_ID	reg1_fwdCtrl[0]	1350	4
[metal layers]
metal | vias to the layer above | wire length, microns | track usage
met5 | - | 0 | 0
li1 | 310 | - | -
met3 | 2 | 252 | 0.0295
met2 | 28 | 911 | 0.0987
met4 | 0 | 23 | 0.00880
met1 | 293 | 861 | 0.0712
[layout by cell type, fill, tap and decap left out, types with 2 or more instances in the layout]
cell type	netlist	layout
sky130_fd_sc_hd__a222oi_1	2	2
sky130_fd_sc_hd__buf_2	0	7
sky130_fd_sc_hd__buf_4	0	15
sky130_fd_sc_hd__buf_6	0	2
sky130_fd_sc_hd__clkbuf_2	0	3
sky130_fd_sc_hd__clkdlybuf4s15_1	0	4
sky130_fd_sc_hd__clkdlybuf4s15_2	0	3
sky130_fd_sc_hd__diode_2	0	2
sky130_fd_sc_hd__dlygate4sd2_1	0	10
sky130_fd_sc_hd__inv_1	6	5
sky130_fd_sc_hd__inv_2	2	3
sky130_fd_sc_hd__nand3_1	2	2
sky130_fd_sc_hd__nand4_1	3	3
sky130_fd_sc_hd__nor3_2	0	3
sky130_fd_sc_hd__o22ai_1	2	2
sky130_fd_sc_hd__xnor2_1	7	4
sky130_fd_sc_hd__xnor2_2	0	3
sky130_fd_sc_hd__xor2_1	8	8
[worst max-delay path, stage by stage]
cell	delay [ps]
sky130_fd_sc_hd__buf_2	130
sky130_fd_sc_hd__buf_6	130
sky130_fd_sc_hd__or4_1	470
sky130_fd_sc_hd__a32o_2	230
sky130_fd_sc_hd__dlygate4sd2_1	240
[through the flow]
step / instance area [sq um] / setup WS [ps] / TNS (ps) / std cells
floorplan: 397 / 508 / 0 / 55
global placement: 842 / -550 / -2170 / 143
detailed placement: 842 / -597 / -2320 / 143
CTS: 918 / 4.59 / 0 / 146
global route: 918 / -45.3 / -83.6 / 148
finish: 918 / 53.5 / 0 / 148
No activity file was given, so power comes from the tool's default toggle rates.
