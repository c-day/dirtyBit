--- flow/config.mk ---
export PLATFORM = sky130hd
export DESIGN_NAME = WB
export DESIGN_NICKNAME = WB
export VERILOG_FILES = /design/flow/design.v
export SDC_FILE = /design/flow/constraint.sdc
export NUM_CORES = 4
export LEC_CHECK = 1
export CORE_AREA = 10 10 70 70
export DIE_AREA = 0 0 80 80
--- flow/constraint.sdc ---
current_design WB

set clk_period 1.0
set clk_io_pct 0.2

create_clock -name clk0 -period $clk_period

set non_clock_inputs [all_inputs -no_clocks]
set_input_delay [expr $clk_period * $clk_io_pct] -clock clk0 $non_clock_inputs
set_output_delay [expr $clk_period * $clk_io_pct] -clock clk0 [all_outputs]
--- flow/design.v ---
module WB(
  memData, 
  aluResult, 
  mem2reg, 
  wrData,
	pc, 
	PCSrc
);
  input [15:0] memData, aluResult, pc;
  input mem2reg, PCSrc;
  output [15:0] wrData;
  assign wrData = (mem2reg == 1'b1) ? memData : 
                  (PCSrc == 1'b1) ? pc : 
                  aluResult;
endmodule
--- flow/run.sh ---
#!/bin/bash
# OpenROAD 26Q1-2900-gdf79404cd8, Yosys 0.63+post, stock flow scripts
make -C /OpenROAD-flow-scripts/flow DESIGN_CONFIG=/design/flow/config.mk WORK_HOME=/design/flow/orfs finish
==> Changelog: implementation <==
## Flow update

* # DRC at 0
* Die H at 80 um
* PD cells at 342 mW/mm^2
* Hold Slack at 0.783 ns
* Hold Crit Class: in -> out
* Largest net degree at the start of global routing at 17
* Clk_buf instances at 0
* Fmax at 997 MHz
* Synth top area share at 0.464
* Commonest cells in the synthesized netlist: mux2i_1 (16), nand2_1 (16), o21ai_1 (10)
* Vias at 612
* Endpoints failing setup at 1
* Placed Cells incl. Taps at 163
* Initial drt markers at 10
* Synthesis area per yosys at 345 sq um
* Setup TNS at -0.00330 ns
* Ys Warns at 0
* Final HPWL DP at 1.82 mm
* Layout cells sized above 1 at 0.202
* I/O Buffers at 66
* Rows at 21
* CP max stage cell: mux2i_1
* Data required time of the worst path at 0.80 ns
* Status: finished, violations left
* Critical Path Start Type: input pin
* P_sw at 0.000110 W
* CP Data Arrival Time at 0.80 ns
* First-pass GRT wire length at 3.30 mm
* Post-CTS setup buffer count at 0
* RSZ-0062 raised after global routing: true
* Switching Share at 0.333
* Post-synthesis adder-cell area fraction at 0
* ANT nets after route at 0
* Final WL at 2.19 mm
* Netlist cell types at 8
* Chip Area at 0.00640 sq mm
* Mux share at 0.464
* Max-cap violations at 0
* Crit-path cells: buf_8 -> buf_8 -> mux2i_1 -> o21ai_2 -> buf_2
* Final worst setup slack at -0.00330 ns
* Period utilisation layout at 1.00
* I/O pin total at 66
* Clock network power share at 0
* Crit path capture: wrData[12]
* Cell taking the most area after synthesis: mux2i_1
* Tightest Pin Transition at 0.156 ns
* Average size of a mapped cell at 6.52 sq um
* Synth Seq Share at 0
* Critical path capture point type: primary output
* HP Start: memData[8]
* Fin area at 970 sq um
* DRT Pass-1 Iters at 4
* Tool warnings at 34
* Non-Filler Instances at 165
* Crit path from: PCSrc
* Core footprint at 0.00342 sq mm
* Flop count at 0
* Peak supply drop at 89.3 uV
* Static leakage at 0.525 nW
* Synth area leaders: mux2i_1 (46%), nand2_1 (17%), o21ai_1 (14%)
* # diodes at 0
* Combinational cell fraction of total power at 1.000
* Vias in the first global route at 636
* Fin. max-slew vios at 0
* Hold Vio Cnt, Final at 0
* Compound-gate portion of the synthesized area at 0.232
* Area fraction in and, or, nand and nor cells at 0.174
* Total Routing Usage GR at 0.0623
* DP Area at 0.00105 sq mm
* Power Internal at 0.000221 W
* WS Path Type: in -> out
* Crit Path Max Fanout at 7
* Die W at 80 um
* # Cells Yosys at 53
* XORs/XNORs by Area at 0
* Sequential share of power at 0
* GPL Wtd Cong at 0.763
* Power Total at 0.000332 W
* Failing checks: negative setup slack
* Max-Slew Margin vs Limit at 0.893
* Cell mode on critical path: buf_8
* FF/Latch Area at 0 sq um
* Main logic family: multiplexers
* Grt ovf at 0
* Drt via density at 3.71
* Area growth from synthesis to layout at 181%
* Synth Cell Area at 345 sq um
* Cell count after synthesis at 53
* Initial antenna violation count at 0
* Average wire per standard cell at 13.3 um
* Final Critical Period at 1.00 ns
* Pre-Place Util at 0.101
* Largest stage delay, worst path at 0.21 ns
critical path: cells and delay by family:
family	cells	cell delay, ns
AOI/OAI and AO/OA	1	0.06
buffers and inverters	3	0.33
muxes	1	0.21
timing repair:
action	CTS	global route
hold buffers	0	0
cloned	2	0
setup endpoints to repair	16	16
resized	121	1
pin swaps	17	16
power groups by stage:
stage,sequential [W],clock (W),combinational [W]
4_1_cts,0,0,0.000341
5_1_grt,0,0,0.000368
6_report,0,0,0.000332
routing by layer:
layer	GRT usage	share of wire	up-vias
li1	-	-	319
met1	0.0751	0.43	256
met2	0.113	0.48	37
met3	0.0170	0.092	0
met4	0	0	0
met5	0	0	-
worst min path at each step:
stage                   endpoint  cells past startpoint
after CTS             wrData[15]                      4
after global routing   wrData[0]                      4
final                  wrData[8]                      4
logic make-up (layout without fill, tap and decap cells):
| logic type | count (synthesis) | after routing |
|---|---|---|
| compound gates | 16 | 16 |
| mux | 16 | 16 |
| simple gates | 16 | 16 |
| buf+inv | 5 | 71 |
per-stage QoR:
stage / utilization / setup slack [ns]
after floorplan: - / 0.129
after global placement: 0.308 / -0.805
after detailed placement: 0.308 / -0.833
after CTS: 0.283 / -0.0443
after global routing: 0.284 / -0.0512
final: 0.284 / -0.00330
placed cells by master, fill, tap and decap left out:
| cell type | netlist | final |
|---|---|---|
| buf_2 | 2 | 16 |
| o21ai_2 | 0 | 1 |
| o21ai_1 | 10 | 15 |
| buf_6 | 1 | 2 |
| mux2i_1 | 16 | 16 |
| buf_16 | 0 | 1 |
| dlygate4sd2_1 | 0 | 48 |
| nand2_1 | 16 | 16 |
| buf_8 | 0 | 2 |
| buf_12 | 1 | 1 |
| clkbuf_4 | 0 | 1 |
cell type report:
type / instances / area (sq um)
Tap cell: 46 / 57.6
Multi-Input combinational cell: 48 / 304
Timing Repair Buffer: 71 / 608
Fill cell: 398 / 2450
No activity file was given, so power comes from the tool's default toggle rates.
