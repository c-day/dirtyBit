File: ./design.v
module IF(
  clk, 
  hlt,
  nRst,
  altAddress, 
  useAlt, 
  pc
);
  input clk, hlt, useAlt, nRst;
  input [15:0] altAddress;
  output reg [15:0] pc;
  wire [15:0] nextPc;
  assign nextPc = (useAlt == 1'b1) ? altAddress : pc + 1;
  always @(posedge clk, negedge nRst) begin
    if(nRst == 1'b0)
			pc <= 0;
		else begin
			if(hlt) pc <= pc;
			else pc <= nextPc;
		end
  end
endmodule
File: ./run.sh
#!/bin/bash
# OpenROAD 26Q1-2900-gdf79404cd8, Yosys 0.63+post, stock flow scripts
make -C /OpenROAD-flow-scripts/flow DESIGN_CONFIG=/design/flow/config.mk WORK_HOME=/design/flow/orfs finish
File: ./config.mk
export PLATFORM = sky130hd
export DESIGN_NAME = IF
export DESIGN_NICKNAME = IF
export VERILOG_FILES = /design/flow/design.v
export SDC_FILE = /design/flow/constraint.sdc
export NUM_CORES = 4
export LEC_CHECK = 1
export CORE_AREA = 10 10 104 104
export DIE_AREA = 0 0 114 114
File: ./constraint.sdc
current_design IF

set clk_period 2.9
set clk_io_pct 0.2

create_clock -name clk0 -period $clk_period [get_ports {clk}]

set non_clock_inputs [all_inputs -no_clocks]
set_input_delay [expr $clk_period * $clk_io_pct] -clock clk0 $non_clock_inputs
set_output_delay [expr $clk_period * $clk_io_pct] -clock clk0 [all_outputs]
==> Table 3: Implementation characteristics <==
Characteristics after synthesis and place and route

Parameter                              Value

Critical path
  Worst endpoint data arrival time    2.17 ns
  Type of origin of the critical path    flip-flop
  CP max FO    7
  Crit end category    flip-flop
  Req. time, crit path    3.09 ns
  Critical path class    flip-flop to flip-flop

Min path
  Worst min path class    flip-flop to flip-flop

Clock tree
  CTS clock-pin slew for the worst setup and hold paths    0.06 ns
  Clock Tree Buf Depth    2
  Post-cts gate resize count    0
  Insertion delay to the later sink of the worst-skew pair    0.25 ns
  CTS tree    built
  CTS root buffer    sky130_fd_sc_hd__clkbuf_8
  Post-CTS setup buffers    0
  Cts bufs inserted    3
  Number of buffers added to fix hold violations after cts    0
  H-tree level count    1
  CTS Sinks    16

STA
  Pins Over Slew Limit    0
  Maximum achievable frequency    505 MHz
  Total Negative Setup Slacks    0 ns
  Worst setup margin    0.920 ns
  Slew at the pin closest to its max-slew limit    between 0.7 and 0.8 ns
  RSZ-0062 raised after global routing    no
  Endpoints failing setup    0
  Setup skew after layout    0.00187 ns
  Fin crit period    1.98 ns
  Final Hold Violating Endpoints    0
  Final cycle utilization of the critical path    68.3%
  Max-slew headroom at the worst pin    50.3%

Pwr
  Lkg Pwr    between 0.5 and 0.6 nW
  Max IR drop VDD    0.136 mV
  Total power density per cell area    448 nW/µm²
  Pwr Total    just under 700 µW

Run
  Tool warning count    25
  Max-cap violation count    0

Final layout
  Area grow syn2layout    52.5%
  Most frequent cells in the layout    35 x sky130_fd_sc_hd__clkdlybuf4s50_1, 16 x sky130_fd_sc_hd__a21oi_1, 16 x sky130_fd_sc_hd__dfrtp_1
  Largest regs    pc (16)
  Proportion of layout cells with a drive suffix above 1    8.05%
  Max FFs per register    16
  Top register by number of flip-flops    pc
  Filler cell count in the final layout    983
  Area of combinational cells with multiple inputs    552 µm²
  Sequential cell area    400 µm²
  Most common logic cell in the routed design    sky130_fd_sc_hd__clkdlybuf4s50_1

Yosys
  Post-synthesis cell type with the largest combined area    sky130_fd_sc_hd__dfrtp_1
  Yosys Instances    115
  Synthesized registers    16
  Mean Syn Cell Area    8.58 µm²
  Synthesis area per yosys    987 µm²
  Top area cell types    sky130_fd_sc_hd__dfrtp_1 41%, sky130_fd_sc_hd__a21oi_1 8.1%, sky130_fd_sc_hd__o21ai_0 5.6%, sky130_fd_sc_hd__nand3_1 5.1%, sky130_fd_sc_hd__nand2_1 3.4%
  Gate Count Post-Synth    115
  Seq share, synth    40.6%
  Synth Warn #    1
  Proportion of netlist area held by the largest area contributor    40.6%
  Netlist area before placement    987 µm²
  Count of different cell masters after synthesis    36

Global routing
  Maximum number of pins on one net before global-route repair    20
  Overall routing resource usage    around 5.1%
  First-pass GRT wire length    5.33 mm
  Global route overflow    0
  Antenna violations before repair    0
  Via count of the first global-routing pass    972

Place
  Final weighted congestion in routability-driven placement    0.827
  Port Buffers    35
  Setup Slack @ Placement    approximately 0.74 ns
  Placed wire-length estimate after detailed placement    2.69 mm

Outcome
  Outcome    completed

Route
  Final routed wire length divided by cell count    about 13 µm
  Violation tally from detailed-route iteration zero    42
  Number of antenna cells inserted    0
  DRT antenna net count    0
  Drt drc    0
  Routed via count    1,012
  Overall routed net length    3.46 mm
  Number of vias per cell after detailed routing    3.94
  First-pass DRT Iterations    4

Floorplanning
  Pre-Place Util    between 10% and 20%
  Io pins    36
  Overall die width    114 µm
  Core region area    8680 µm²
  Overall die height    114 µm
  Total number of placement rows    34
  Die Outline Area    13,000 µm²
layer usage:
metal	track usage (%)	wire length, µm	vias up
met4	0.167	15	0
met3	2.23	274	2
met5	0	0	-
met2	7.33	1470	29
met1	7.28	1710	461
li1	-	-	520
critical path: stages, from the launching register on:
cell and delay (ns):
sky130_fd_sc_hd__dfrtp_1 0.49, sky130_fd_sc_hd__ha_1 0.25, sky130_fd_sc_hd__nand3_1 0.25, sky130_fd_sc_hd__or2_4 0.35, sky130_fd_sc_hd__or4_1 0.50, sky130_fd_sc_hd__nand3_1 0.09
stage by stage:
stage / instances / hold WS, ns / utilization (%) / area, µm²
floorplan: 115 / 0.284 / - / 987
global placement: 254 / 0.537 / 16.9 / 1460
detailed placement: 254 / 0.528 / 16.9 / 1460
CTS: 257 / 0.542 / 17.3 / 1510
global route: 257 / 0.596 / 17.3 / 1510
finish: 257 / 0.543 / 17.3 / 1510
final cells by class:
class	count	share of cell area (%)
Clock buffer	3	2.74
Inverter	3	0.748
Sequential cell	16	26.6
Multi-Input combinational cell	90	36.7
Timing Repair Buffer	37	24.3
Tap cell	108	8.98
cell usage after synthesis:
library cell                number
sky130_fd_sc_hd__a21oi_1        16
sky130_fd_sc_hd__dfrtp_1        16
sky130_fd_sc_hd__o21ai_0        11
sky130_fd_sc_hd__nand3_1        10
sky130_fd_sc_hd__nand2_1         9
sky130_fd_sc_hd__clkbuf_1        5
sky130_fd_sc_hd__nor2_1          5
sky130_fd_sc_hd__a22oi_1         4
sky130_fd_sc_hd__nor3_1          4
sky130_fd_sc_hd__clkinv_1        2
sky130_fd_sc_hd__nand4_1         2
sky130_fd_sc_hd__nor4_1          2
sky130_fd_sc_hd__o22ai_1         2
sky130_fd_sc_hd__o311ai_0        2
sky130_fd_sc_hd__o41ai_1         2
sky130_fd_sc_hd__or3_1           2
sky130_fd_sc_hd__or4_1           2
sky130_fd_sc_hd__a2bb2oi_1       1
sky130_fd_sc_hd__and3_2          1
sky130_fd_sc_hd__and4_2          1
sky130_fd_sc_hd__buf_2           1
sky130_fd_sc_hd__ha_1            1
sky130_fd_sc_hd__inv_1           1
sky130_fd_sc_hd__mux2_2          1
sky130_fd_sc_hd__mux2i_1         1
sky130_fd_sc_hd__nand4_4         1
sky130_fd_sc_hd__nor3b_1         1
sky130_fd_sc_hd__nor4b_1         1
sky130_fd_sc_hd__o211ai_1        1
sky130_fd_sc_hd__o22a_1          1
sky130_fd_sc_hd__o31ai_1         1
sky130_fd_sc_hd__o32ai_1         1
sky130_fd_sc_hd__o41a_1          1
sky130_fd_sc_hd__or2_2           1
sky130_fd_sc_hd__or2_4           1
sky130_fd_sc_hd__or3_2           1
report_power, final:
part / switching (mW) / internal [mW] / total [mW]
clock: 0.0762 / 0.0921 / 0.168
sequential: 0.0549 / 0.257 / 0.312
combinational: 0.0738 / 0.120 / 0.193
total: 0.205 / 0.469 / 0.674
cells by family (layout without fill, tap and decap cells):
| family | after synthesis | count (layout) | synth area share [%] |
|---|---|---|---|
| AOI/OAI and AO/OA | 43 | 43 | 26.9 |
| and+or+nand+nor | 44 | 44 | 25.6 |
| adders and majority gates | 1 | 1 | 1.27 |
| buffers and inverters | 9 | 43 | 3.55 |
| muxes | 2 | 2 | 2.15 |
| DFF | 16 | 16 | 40.6 |
path summary, 6_finish.rpt:
check	startpoint	endpoint	slack (ns)	cells past startpoint
setup / recovery	pc[0]$_DFFE_PN0N_	pc[10]$_DFFE_PN0N_	0.92	5
min in group asynchronous	nRst	pc[10]$_DFFE_PN0N_	0.77	1
hold / removal	pc[6]$_DFFE_PN0N_	pc[6]$_DFFE_PN0N_	0.54	1
max in group asynchronous	nRst	pc[3]$_DFFE_PN0N_	1.66	1
setup reg to reg	pc[0]$_DFFE_PN0N_	pc[10]$_DFFE_PN0N_	0.92	5
hold reg to reg	pc[6]$_DFFE_PN0N_	pc[6]$_DFFE_PN0N_	0.54	1
Power and IR drop assume default switching activity.
